[design/flow/config.mk]
export PLATFORM = sky130hd
export DESIGN_NAME = TPA
export DESIGN_NICKNAME = TPA
export VERILOG_FILES = /design/flow/design.v
export SDC_FILE = /design/flow/constraint.sdc
export NUM_CORES = 4
export LEC_CHECK = 1
export CORE_UTILIZATION = 40
[design/flow/design.v]
module TPA(clk, reset_n, 
	   SCL, SDA, 
	   cfg_req, cfg_rdy, cfg_cmd, cfg_addr, cfg_wdata, cfg_rdata);
input 		clk; 
input 		reset_n;
input 		SCL;  
inout		SDA;
input		cfg_req;
output reg  cfg_rdy;
input		cfg_cmd;
input	[7:0]	cfg_addr;
input	[15:0]	cfg_wdata;
output	reg [15:0]  cfg_rdata;
reg	[15:0] Register_Spaces	[0:255];
reg [10:0] cfg_load,sda_load,cfg_cnt,sda_cnt,cfg_step,sda_step;
reg [15:0] st3_flag;
reg [7:0] addr_temp,cfg_ctrl,sda_ctrl;
reg enout,SDA_in,who_first; 
assign SDA = enout?SDA_in:1'bz;
always @(posedge clk or negedge reset_n) begin
	if(!reset_n)begin
		cfg_rdy <= 0;
		cfg_cnt <= 0;
		sda_cnt <= 64;
		cfg_step = 1;
		sda_step <= 1;
		cfg_load <= 0;
		sda_load <= 0;
		st3_flag <= 0;
		who_first <= 0;
		enout <= 0;
	end
	else begin
		if(cfg_cmd == 1 && cfg_req == 1 && sda_load == 0 && SDA == 1&& st3_flag == 1)begin 
			who_first <= 1;
		end
		else if(cfg_cmd == 1 && cfg_req == 1)begin
			who_first <= 1;
		end
		else if(sda_load == 0 && SDA == 1&& st3_flag == 1)begin 
			who_first <= 0;
		end
		if(cfg_cmd == 1 && cfg_req == 1)begin 
			cfg_rdy <= 1;
			cfg_ctrl <= 0;
		end
		else if(cfg_cmd == 0 && cfg_req == 1 && cfg_rdy != 1)begin 
			cfg_rdy <= 1;
			cfg_ctrl <= 1;
		end
		else if(cfg_ctrl == 0)begin
			if(cfg_rdy == 1)begin
				Register_Spaces[cfg_addr] <= cfg_wdata;
				cfg_rdy <= 0;
			end
		end
		else if(cfg_ctrl == 1)begin
			if(cfg_rdy == 1)begin
				cfg_load <= cfg_load + 1;
				cfg_rdata <= Register_Spaces[cfg_addr];
				if(cfg_load == 1)begin
					cfg_rdy <= 0;
					cfg_load <= 0;
				end
			end
		end
		if(SDA == 0 && st3_flag == 0)begin
			st3_flag <= 1;
		end
		else if(st3_flag == 1)begin
			if(sda_load == 0 && SDA == 1)begin 
				sda_load <= sda_load + 1;
				sda_ctrl <= 1;
			end
			else if(sda_load == 0 && SDA == 0)begin 
				sda_load <= sda_load + 1;
				sda_ctrl <= 0;
			end
			else begin
				case (sda_ctrl)
					0:begin
						if(sda_load >= 1 && sda_load <= 8)begin
							sda_load <= sda_load + 1;
							addr_temp[sda_load-1] <= SDA;
						end
						else if(sda_load == 9)begin
							sda_load <= sda_load + 1;
						end
						else if(sda_load == 10)begin
							enout <= 1;
							SDA_in <= 1;
							sda_load <= sda_load + 1;
						end
						else if(sda_load == 11)begin
							SDA_in <= 0;
							sda_load <= sda_load + 1;
						end
						else if(sda_load <= 27 && sda_load >= 12)begin
							sda_load <= sda_load + 1;
							enout <= 1;
							SDA_in <= Register_Spaces[addr_temp][sda_load-12];
						end
						else begin
							enout <= 0;
							sda_load <= 0;
							st3_flag <= 0;
							addr_temp <= 8'hxx;
						end
					end
					1:begin
						if(sda_load >= 1 && sda_load <= 8)begin
							sda_load <= sda_load + 1;
							addr_temp[sda_load-1] <= SDA;
						end
						else if(sda_load <= 24)begin
							if(addr_temp == cfg_addr && who_first == 1)begin 
								sda_load <= 0;
								st3_flag <= 0;
								addr_temp <= 8'hxx;
							end
							else begin
								sda_load <= sda_load + 1;
								Register_Spaces[addr_temp][sda_load-9] <= SDA;
							end
						end
						else begin
							sda_load <= 0;
							st3_flag <= 0;
							addr_temp <= 8'hxx;
						end
					end
				endcase
			end
		end
	end
end
endmodule
[design/flow/constraint.sdc]
current_design TPA

set clk_period 63.2
set clk_io_pct 0.2

create_clock -name clk0 -period $clk_period [get_ports {clk}]

set non_clock_inputs [all_inputs -no_clocks]
set_input_delay [expr $clk_period * $clk_io_pct] -clock clk0 $non_clock_inputs
set_output_delay [expr $clk_period * $clk_io_pct] -clock clk0 [all_outputs]
[design/flow/run.sh]
#!/bin/bash
# OpenROAD 26Q1-2900-gdf79404cd8, Yosys 0.63+post, stock flow scripts
make -C /OpenROAD-flow-scripts/flow DESIGN_CONFIG=/design/flow/config.mk WORK_HOME=/design/flow/orfs finish
==> reports/metrics.cfg <==
[die]
initCoreUtil_pct=40.15
die_w_um=842.4
num_rows=308
num_io_pins=47
dieHeight_um=842.4

[global_routing]
grt_max_degree=163
grt_overflow_total=197508
grt_pass1_vias=425009
grt_usage_pct=130.5
grt_pass1_wl_um=5658000

[synthesis]
edf_count=4121
ys_cells=28659
synth_async_sr_flop_share_pct=0.6264
top_cells_by_area=edfxtp_1, mux2i_1, mux2_2
mappedNetlistArea_um2=282500
yosys.area.top_type=edfxtp_1
ys_chip_area_um2=282500
avgSynthCellArea_um2=9.858
synth.distinct_cells=107
ys.flop_type=edfxtp_1
synth_warnings=3
synth_seq_share_pct=44.06
syn_inst=28659
numSynthFlops=4151
netlist.area_leader.share_pct=43.80

[status]
haltStage=global routing
error_line=[ERROR GRT-0116] Global routing finished with congestion. Check the congestion regions in the DRC Viewer.
status=stopped before the end

[cts]
cts_resized=0
cts.sinks=4151
postCtsSetupBuffers=0
root_buffer=clkbuf_16
cts-htree-levels=5
clk_path_buf_depth=4
cts_hold_buffers=0
numCtsBuffers=456

[place]
place_congestion=2.406
dp_hpwl_um=2562000
io_buffer_count=44

## per-layer routing
metal  track usage [%]  overflow
met1             138.5     67820
met2             157.5     94996
met3             105.8     19190
met4             103.1     13683
met5             95.89      1819
## per-stage QoR
| step | cell area (um2) | worst slack (ps) | instances |
|---|---|---|---|
| 2_1_floorplan | 282500 | 47430 | 28659 |
| 3_3_place_gp | 310500 | 43500 | 37560 |
| 3_5_place_dp | 310500 | 43470 | 37560 |
| 4_1_cts | 325700 | 44640 | 38410 |
## logic make-up after synthesis
kind of cell	after synthesis	share of synthesized area (%)
xor gates and xnor gates	33	0.1023
adders and majority gates	24	0.1063
muxes	4621	17.04
DFF	4151	44.06
buffers and inverters	3248	4.564
and+or+nand+nor	6731	10.77
AOI/OAI and AO/OA	9851	23.35
## cells in the mapped netlist (23+ instances only)
cell / count
buf_1: 182
nor2_1: 3180
o31a_1: 30
a21oi_1: 2049
inv_1: 24
nand3_1: 649
ha_1: 24
and4_1: 25
and2_1: 34
nor2b_1: 43
a31oi_1: 978
buf_2: 478
a211oi_1: 23
nand4_1: 574
nand2_1: 1299
o22ai_1: 1454
or4_1: 58
nor3_1: 264
a2111oi_0: 56
clkbuf_1: 2534
mux2_2: 1495
edfxtp_1: 4121
nor4_1: 205
o31ai_1: 45
o21a_1: 40
dfrtp_1: 25
and3_1: 158
a32oi_1: 54
mux2i_1: 3124
a22o_1: 837
a22oi_1: 2198
o21ai_1: 86
or3_1: 28
o21ai_0: 939
a222oi_1: 149
buf_4: 26
nand2b_1: 26
a221oi_1: 698
o211ai_1: 35
